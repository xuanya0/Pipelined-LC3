--- /design/flow/config.mk ---
export PLATFORM = sky130hd
export DESIGN_NAME = branch_prediction_unit
export DESIGN_NICKNAME = branch_prediction_unit
export VERILOG_FILES = /design/flow/design.v
export SDC_FILE = /design/flow/constraint.sdc
export NUM_CORES = 4
export LEC_CHECK = 1
export CORE_UTILIZATION = 30
--- /design/flow/constraint.sdc ---
current_design branch_prediction_unit

set clk_period 11.5
set clk_io_pct 0.2

create_clock -name clk0 -period $clk_period [get_ports {clk}]

set non_clock_inputs [all_inputs -no_clocks]
set_input_delay [expr $clk_period * $clk_io_pct] -clock clk0 $non_clock_inputs
set_output_delay [expr $clk_period * $clk_io_pct] -clock clk0 [all_outputs]
--- /design/flow/design.v ---
package lc3b_types;
typedef logic [15:0] lc3b_word;
typedef logic  [7:0] lc3b_byte;
typedef logic  [8:0] lc3b_offset9;
typedef logic  [5:0] lc3b_offset6;
typedef logic  [2:0] lc3b_reg;
typedef logic  [2:0] lc3b_nzp;
typedef logic  [1:0] lc3b_mem_wmask;
typedef enum bit [3:0] {
    op_add  = 4'b0001,
    op_and  = 4'b0101,
    op_br   = 4'b0000,
    op_jmp  = 4'b1100,    
    op_jsr  = 4'b0100,    
    op_ldb  = 4'b0010,
    op_ldi  = 4'b1010,
    op_ldr  = 4'b0110,
    op_lea  = 4'b1110,
    op_not  = 4'b1001,
    op_rti  = 4'b1000,
    op_shf  = 4'b1101,
    op_stb  = 4'b0011,
    op_sti  = 4'b1011,
    op_str  = 4'b0111,
    op_trap = 4'b1111
} lc3b_opcode;
typedef enum bit [3:0] {
    alu_add,
    alu_and,
    alu_not,
    alu_pass,
    alu_sll,
    alu_srl,
    alu_sra
} lc3b_aluop;
typedef logic  [30-1:0] ctrl_signal_length;
typedef struct packed
{
	logic load_pc;
	logic load_ir;
	logic load_regfile;
	lc3b_aluop aluop;
	logic gccmux_sel;
	logic mem_read;
	logic mem_write;
	lc3b_mem_wmask mem_byte_enable;
	logic pcmux_sel;
	logic storemux_sel;
	logic alumux_sel;
	logic regfilemux_sel;
	logic load_cc;
	logic pcsr1mux_sel;
	logic imm5mux_sel;
	logic leamux_sel;
	logic offset6mux_sel;
	logic mdr_to_mar;
	logic jsr_sel;
	logic trap_sel;
	logic trapmux_sel;
	logic stb_high_byte_sel;
	logic jsr_direct;
	logic imm4mux_sel;
	logic byte_access;
	logic mem_indirect;
} ctrl_struct;
endpackage : lc3b_types
import lc3b_types::*;
module branch_prediction_unit
(
	input clk, stall, if_taken,
	input [16-1:0] source_pc, target_pc, source_ir, from_source,
	output [16-1:0]  to_target,
	output take_branch
);
logic true_branch;
logic [3:1] line_sel;
always_comb
begin
	true_branch = 0;
	if ((source_ir[15:12]==0) && (source_ir[11:9] != 0))
		true_branch = 1;
	line_sel = source_pc[3:1];
end
logic [16-1:0] array_src_pc, array_tgt_pc, array_from_source;
dp_array #(.width(16)) source_pc_array
(.*, .write(true_branch && (source_pc != array_src_pc) && !stall), 
.index(line_sel), .index_2(from_source[3:1]), .datain(source_pc), .dataout(array_src_pc), .dataout_2(array_from_source));
dp_array #(.width(16)) target_pc_array
(.*, .write(true_branch && (source_pc != array_src_pc) && !stall), 
.index(line_sel), .index_2(from_source[3:1]), .datain(target_pc), .dataout(array_tgt_pc), .dataout_2(to_target));
logic [1:0] array_hist_in, array_hist_out;
always_comb
begin
	array_hist_in = array_hist_out;
	if (source_pc == array_src_pc)
	begin
		if ((if_taken) && (array_hist_out != 2'b11))
			array_hist_in = array_hist_out+1;
		if ((!if_taken) && (array_hist_out != 2'b00))
			array_hist_in = array_hist_out-1;
	end
	if (source_pc != array_src_pc)
		array_hist_in = 2'b10;
end
logic [1:0] prediction;
dp_array #(.width(2)) branch_history
(.*, .write(true_branch && !stall), 
.index(line_sel), .index_2(from_source[3:1]), .datain(array_hist_in), .dataout(array_hist_out), .dataout_2(prediction));
assign take_branch = prediction[1] && (from_source==array_from_source);
endmodule: branch_prediction_unit
import lc3b_types::*;
module dp_array #(parameter width = 128)
(
    input clk,
    input write,
    input [2:0] index, index_2,
    input [width-1:0] datain,
    output logic [width-1:0] dataout, dataout_2
);
logic [width-1:0] data [7:0];
initial
begin
    for (int i = 0; i < $size(data); i++)
    begin
        data[i] = 1'b0;
    end
end
always_ff @(posedge clk)
begin
    if (write == 1)
    begin
        data[index] = datain;
    end
end
assign dataout = data[index];
assign dataout_2 = data[index_2];
endmodule : dp_array
--- /design/flow/run.sh ---
#!/bin/bash
# OpenROAD 26Q1-2900-gdf79404cd8, Yosys 0.63+post, stock flow scripts
make -C /OpenROAD-flow-scripts/flow DESIGN_CONFIG=/design/flow/config.mk WORK_HOME=/design/flow/orfs finish
==> results_dict.tcl <==
# flow metrics
set metrics [dict create \
    outcome "finished, final reports clean" \
    chipWidth_um 200 \
    relSlewSlack 0.520 \
    wl_um 24800 \
    drc 0 \
    synthFlopType "edfxtp_1" \
    io_pins 84 \
    cts_made_buffers 28 \
    antenna_cells 0 \
    layout.cells.non_filler 1204 \
    vias_per_cell 4.88 \
    vias 5871 \
    post_cts_buffers 0 \
    slowest_delay_ps 670 \
    ant_nets 0 \
    dp.cells 1153 \
    placed_area_um2 13200 \
    cp_common_cell "buf_4" \
    hold_class "reg -> reg" \
    wl_per_cell_um 20.6 \
    clock-root-buffer "clkbuf_16" \
    grt_usage 0.138 \
    ys_async_sr_fraction 0 \
    finalCritPeriodShare 0.701 \
    worstMarginPinSlew_ps 719 \
    crit_fanout 38 \
    min_period_ps 8070 \
    synthCells 577 \
    setup-tns-final_ps 0 \
    fin_ws_ps 3430 \
    final_core_util 0.363 \
    cts_resized 0 \
    grt_pass1_vias 6360 \
    area_growth_pct 19.2 \
    finClkSkew_ps 23.6 \
    edf_count 272 \
    power.leakage_nw 4.44 \
    antenna_found_initial 1 \
    clk_path_buf_depth 3 \
    ys_warn_count 3 \
    drv_cap 0 \
    whs_ps 1210 \
    core-area_um2 38600 \
    vdd_drop_max_mv 0.146 \
    synth.area.top_cells "edfxtp_1, mux4_2, mux2i_1, mux2_2, xor2_1" \
    avgSynthCellArea_um2 20.4 \
    synth_cell_types 44 \
    dp_slack_ps 3310 \
    warnings 35 \
    insertion_delay_ps 550 \
    reg2regPathDepth 8 \
    first_pass_iters 4 \
    powerDensity_nw_per_um2 147 \
    syn-cell-area_um2 11800 \
    cpMaxStageDelayCell "buf_4" \
    wl_met2_um 11700 \
    highest_layer "met5" \
    drive_gt1_frac 0.249 \
    initCoreUtil 0.304 \
    critPathCaptureType "output pin" \
    rrSetupSlack_ps 8350 \
    arrival_ps 5770 \
    setup_violations 0 \
    grt_start_max_net_pins 51 \
    min_from "branch_history.data[0][1]" \
    worst_hold_path.endpoint "branch_history.data[1][1]" \
    crit_required_ps 9200 \
    dp_hpwl_um 14700 \
    drt_iter0_markers 279 \
    grt_pass1_wl_um 37500 \
    dr_wl_met3_um 3260 \
    fmax_ghz 0.124 \
    crit_chain "buf_4, buf_4, mux4_2, mux2i_1, xor2_1, nand4_1, nor4_1, clkdlybuf4s50_1" \
    ctsHoldBuffers 0 \
    gp_congestion 0.802 \
    ys_cells 577 \
    layout_top_cells "edfxtp_1, mux4_2, clkdlybuf4s50_1" \
    critPathKind "in -> out" \
    cts.sink_count 272 \
    whs_path_depth 5 \
    ys_seq_frac 0.695 \
    fin_area_um2 14000 \
    r2r-end "source_pc_array.data[3][10]" \
    tritoncts "done" \
    synthDominantCellAreaShare 0.695 \
    port_buffers 74 \
    ys_area_um2 11800 \
    m1WireLength_um 9450 \
    ys.flops 272 \
    crit_path_start_kind "input port" \
    fp.dieH_um 200 \
    overflow 0 \
    die_area_um2 40000 \
    htreeDepth 1 \
    r2r_start "source_pc_array.data[1][5]" \
    lay_top_count "edfxtp_1" \
    rsz0062_at_grt "no" \
    p_total_mw 2.06 \
    yosysTopAreaCell "edfxtp_1" \
    finalHoldViolations 0 \
    maxSlewViolCount 0 \
    path_clk_slew_ps 60 \
    rows 72 \
]
## routing by layer
| layer | vias up | track usage |
|---|---|---|
| li1 | 2619 | - |
| met1 | 2927 | 0.179 |
| met2 | 291 | 0.210 |
| met3 | 32 | 0.0845 |
| met4 | 2 | 0.0187 |
| met5 | - | 0.00617 |
## cells by family (layout without fill, tap and decap cells)
logic type	count (synthesis)	count (layout)	synth area share
adder cells (fa/ha/maj)	2	2	0.00213
flip-flops	272	272	0.695
AND/OR/NAND/NOR	57	57	0.0261
multiplexers	148	148	0.220
buffers and inverters	36	145	0.0150
XOR/XNOR	23	23	0.0171
AND-OR/OR-AND	39	39	0.0254
## how the worst max path moves through the flow
stage / endpoint / from
CTS: take_branch / from_source[1]
global route: take_branch / from_source[1]
finish: take_branch / from_source[1]
## report_power, final
group          switching [mW]  internal [mW]
registers            0.000960           1.09
logic                  0.0676         0.0701
clock network           0.359          0.468
## final cells by class
| cell class | count | area (um2) |
|---|---|---|
| clock inverters | 18 | 125 |
| well taps | 518 | 648 |
| flip-flops and latches | 272 | 8170 |
| inverters | 4 | 15.0 |
| clock buffers | 33 | 719 |
| multi-input cells | 269 | 3510 |
| repair buffers | 90 | 838 |
| fillers | 3525 | 24600 |
## sequential cells by signal, indices dropped and copies added, names as in the netlist
signal and cells:
branch_history.data 16, target_pc_array.data 128, source_pc_array.data 128
## synth_stat cells (6+ instances only)
master,instances
clkbuf_1,10
nor3_1,6
mux2_2,18
nand2_1,13
xor2_1,19
a21boi_0,8
buf_2,15
nor2_1,12
a22oi_1,8
edfxtp_1,272
mux4_1,6
mux2i_1,44
mux4_2,78
o21ai_0,7
## worst max-delay path, delay by kind of cell
kind | cells | cell delay (ps)
xor gates and xnor gates | 1 | 270
buffers and inverters | 3 | 1740
muxes | 2 | 840
and+or+nand+nor | 2 | 560
