[/design/flow/constraint.sdc]
current_design array

set clk_period 24.1
set clk_io_pct 0.2

create_clock -name clk0 -period $clk_period [get_ports {clk}]

set non_clock_inputs [all_inputs -no_clocks]
set_input_delay [expr $clk_period * $clk_io_pct] -clock clk0 $non_clock_inputs
set_output_delay [expr $clk_period * $clk_io_pct] -clock clk0 [all_outputs]
[/design/flow/run.sh]
#!/bin/bash
# OpenROAD 26Q1-2900-gdf79404cd8, Yosys 0.63+post, stock flow scripts
make -C /OpenROAD-flow-scripts/flow DESIGN_CONFIG=/design/flow/config.mk WORK_HOME=/design/flow/orfs finish
[/design/flow/design.v]
package lc3b_types;
typedef logic [15:0] lc3b_word;
typedef logic  [7:0] lc3b_byte;
typedef logic  [8:0] lc3b_offset9;
typedef logic  [5:0] lc3b_offset6;
typedef logic  [2:0] lc3b_reg;
typedef logic  [2:0] lc3b_nzp;
typedef logic  [1:0] lc3b_mem_wmask;
typedef enum bit [3:0] {
    op_add  = 4'b0001,
    op_and  = 4'b0101,
    op_br   = 4'b0000,
    op_jmp  = 4'b1100,    
    op_jsr  = 4'b0100,    
    op_ldb  = 4'b0010,
    op_ldi  = 4'b1010,
    op_ldr  = 4'b0110,
    op_lea  = 4'b1110,
    op_not  = 4'b1001,
    op_rti  = 4'b1000,
    op_shf  = 4'b1101,
    op_stb  = 4'b0011,
    op_sti  = 4'b1011,
    op_str  = 4'b0111,
    op_trap = 4'b1111
} lc3b_opcode;
typedef enum bit [3:0] {
    alu_add,
    alu_and,
    alu_not,
    alu_pass,
    alu_sll,
    alu_srl,
    alu_sra
} lc3b_aluop;
typedef logic  [30-1:0] ctrl_signal_length;
typedef struct packed
{
	logic load_pc;
	logic load_ir;
	logic load_regfile;
	lc3b_aluop aluop;
	logic gccmux_sel;
	logic mem_read;
	logic mem_write;
	lc3b_mem_wmask mem_byte_enable;
	logic pcmux_sel;
	logic storemux_sel;
	logic alumux_sel;
	logic regfilemux_sel;
	logic load_cc;
	logic pcsr1mux_sel;
	logic imm5mux_sel;
	logic leamux_sel;
	logic offset6mux_sel;
	logic mdr_to_mar;
	logic jsr_sel;
	logic trap_sel;
	logic trapmux_sel;
	logic stb_high_byte_sel;
	logic jsr_direct;
	logic imm4mux_sel;
	logic byte_access;
	logic mem_indirect;
} ctrl_struct;
endpackage : lc3b_types
import lc3b_types::*;
module array #(parameter width = 128)
(
    input clk,
    input write,
    input [2:0] index,
    input [width-1:0] datain,
    output logic [width-1:0] dataout
);
logic [width-1:0] data [7:0];
initial
begin
    for (int i = 0; i < $size(data); i++)
    begin
        data[i] = 1'b0;
    end
end
always_ff @(posedge clk)
begin
    if (write == 1)
    begin
        data[index] = datain;
    end
end
assign dataout = data[index];
endmodule : array
[/design/flow/config.mk]
export PLATFORM = sky130hd
export DESIGN_NAME = array
export DESIGN_NICKNAME = array
export VERILOG_FILES = /design/flow/design.v
export SDC_FILE = /design/flow/constraint.sdc
export NUM_CORES = 4
export LEC_CHECK = 1
export CORE_UTILIZATION = 50
==> changes_impl.md <==
### Changed

- Status: finished, final reports clean
- Design Area, Final: 45800 um^2
- Post-CTS Setup Inserts: 0
- Crit Path Category: in2out
- Cell variety after synth: 19
- Crit path max fanout: 71
- # rows: 101
- TNS Setup: 0 ns
- Worst-path cell chain: clkbuf_8, buf_4, buf_4, buf_4, inv_1, a221oi_1, o21ai_0, clkdlybuf4s50_1
- Crit-path most repeated cell: buf_4
- Vias: 17800
- Synth Register Bits: between 1000 and 1500
- Vias in the first global route: between 15000 and 20000
- Yosys top cell by area: edfxtp_1
- DPL Wire Length: 41300 um
- Crit-path leading delay family: buffers and inverters
- Avg Cell Area, Syn: roughly 23 um^2
- CP bufs+invs: 6
- Routed WL per cell: ~25 um
- Top cells by area: edfxtp_1 79%, mux4_2 10%, mux2_2 6.0%
- Grt total ovfl: 0
- Period utilisation layout: 55.5%
- Total Routed Length: 78900 um
- Fmax: 74.7 MHz
- Largest register FFs: 1024
- Sequential fraction of the synthesis area: 79.5%
- DP Area: 42600 um^2
- Global-route wire length before repair: 118000 um
- Filler cell count: 5237
- Max Root-Sink Buffers: 3
- Tool warnings: 26
- I/O Pins: 261
- Drt pass-1 iters: 6
- CP Launch Type: input pin
- Post-Syn Area: 38700 um^2
- Initial DRC Count: around 860
- Clock sink total: 1024
- Maximum VDD drop: 64.5 uV
- Tmin final: 13.38 ns
- Post-route ant nets: 0
- Synth warn: 1
- Initial antenna violation count: 15
- Final std cells w/o fill: 3113
- PortBufs: 260
- Hold Path Class: in2reg
- Core Area: 76200 um^2
- P&R area growth vs syn: 18.3%
- GRT Util Overall: 23.2%
- H-Tree Depth: 3
- Yosys top cell area share: 79.5%
- Post-CTS Resized: 0
- Cell with the largest stage delay on the worst path: buf_4
- Cts hold-fix bufs: 0
- Pins over their slew limit: 0
- Yosys chip area: approximately 39000 um^2
- CTS Buf Count: 102
- Max transition margin: 47.8%
- Setup violators final: 0
- Gpl congestion: 0.767
- Largest net degree at the start of global routing: a little under 80
- WP data required: 19.28 ns
- Die width: 280 um
- Die Y: roughly 280 um
- Slowest stage delay, CP: roughly 0.60 ns
- Hold Vio Cnt, Final: 0
- Crit end category: output port
- Arr. time, crit path: 8.56 ns
- DRC Markers: 0
- Leak: 0.0144 uW
- Placed cell count: just under 3000
- Root Driver: clkbuf_16
- Yosys Instances: around 1700
- Share of cells above drive strength 1: between 20 and 30%
- Chip area: slightly below 80000 um^2
- Avg Vias per Cell: 5.72
- CTS clk-pin slew, worst paths: 0.06 ns
- CTS tree: built
- Measured slew at the worst slew-check pin: 0.782 ns
- Cell count after synthesis: 1678
- PwrDens: 82.8 nW/um^2
- Starting density of the core: 50.8%
- Hold slack: 4.89 ns
- Total of max-cap violations: 0
- RSZ-0062 raised after global routing: no
-- power breakdown --
part           switching [uW]  internal [uW]
Sequential               11.4           2020
Combinational             111            128
Clock                     628            889
-- cells in the final DEF (no fill, tap or decap), types with 39 or more instances in the layout --
cell type / netlist / layout
a22oi_1: 79 / 79
buf_4: 1 / 47
clkbuf_16: 0 / 105
clkdlybuf4s50_1: 0 / 257
edfxtp_1: 1024 / 1024
mux2_2: 207 / 207
mux4_2: 176 / 176
nand2_1: 43 / 43
o211ai_1: 39 / 39
-- cells in the mapped netlist --
| cell | count |
|---|---|
| a221oi_1 | 2 |
| a22oi_1 | 79 |
| and2_1 | 1 |
| buf_1 | 14 |
| buf_2 | 17 |
| buf_4 | 1 |
| buf_6 | 19 |
| clkbuf_1 | 40 |
| edfxtp_1 | 1024 |
| inv_1 | 2 |
| mux2_2 | 207 |
| mux4_2 | 176 |
| nand2_1 | 43 |
| nand2b_1 | 1 |
| nor2_1 | 6 |
| nor2b_1 | 3 |
| nor3_1 | 3 |
| o211ai_1 | 39 |
| o21ai_0 | 1 |
-- metal layers --
| layer | vias to the layer above | track usage (%) | share of wire (%) |
|---|---|---|---|
| li1 | 7751 | - | - |
| met3 | 136 | 13.5 | 13 |
| met5 | - | 0 | 0.20 |
| met1 | 8977 | 34.1 | 36 |
| met4 | 26 | 3.77 | 1.9 |
| met2 | 915 | 34.3 | 50 |
-- kinds of logic after synthesis --
logic type	count (synthesis)	synth area share, %
muxes	383	16.3
DFF	1024	79.5
AOI/OAI and AO/OA	121	2.35
buffers and inverters	93	1.34
and+or+nand+nor	57	0.595
-- cell type report --
class | instances | area [um^2] | share of cell area (%)
tap | 1030 | 1290 | 2.81
timing repair buffer | 309 | 3010 | 6.56
inverter | 2 | 7.51 | 0.0164
sequential | 1024 | 30700 | 67.2
clock inverter | 58 | 508 | 1.11
antenna | 2 | 5.00 | 0.0109
clock buffer | 127 | 2710 | 5.92
multi-input combinational | 561 | 7510 | 16.4
-- through the flow --
step / util, % / worst slack (ns) / power, uW
after CTS: 60.1 / 10.70 / 3830
after global routing: 60.1 / 10.46 / 3920
after global placement: 55.9 / 10.72 / 2310
final: 60.1 / 10.72 / 3790
after detailed placement: 55.9 / 10.73 / 2310
after floorplan: - / 9.16 / 2190
-- final timing paths --
check	start	end	depth (start not counted)
setup / recovery	index[1]	dataout[126]	8
hold / removal	datain[101]	data[7][101]	1
No activity file was given, so power comes from the tool's default toggle rates.
