File: /design/flow/config.mk
export PLATFORM = sky130hd
export DESIGN_NAME = wb_retain
export DESIGN_NICKNAME = wb_retain
export VERILOG_FILES = /design/flow/design.v
export SDC_FILE = /design/flow/constraint.sdc
export NUM_CORES = 4
export LEC_CHECK = 1
export CORE_AREA = 10 10 98 98
export DIE_AREA = 0 0 108 108
File: /design/flow/run.sh
#!/bin/bash
# OpenROAD 26Q1-2900-gdf79404cd8, Yosys 0.63+post, stock flow scripts
make -C /OpenROAD-flow-scripts/flow DESIGN_CONFIG=/design/flow/config.mk WORK_HOME=/design/flow/orfs finish
File: /design/flow/constraint.sdc
current_design wb_retain

set clk_period 1.0
set clk_io_pct 0.2

create_clock -name clk0 -period $clk_period [get_ports {clk}]

set non_clock_inputs [all_inputs -no_clocks]
set_input_delay [expr $clk_period * $clk_io_pct] -clock clk0 $non_clock_inputs
set_output_delay [expr $clk_period * $clk_io_pct] -clock clk0 [all_outputs]
File: /design/flow/design.v
package lc3b_types;
typedef logic [15:0] lc3b_word;
typedef logic  [7:0] lc3b_byte;
typedef logic  [8:0] lc3b_offset9;
typedef logic  [5:0] lc3b_offset6;
typedef logic  [2:0] lc3b_reg;
typedef logic  [2:0] lc3b_nzp;
typedef logic  [1:0] lc3b_mem_wmask;
typedef enum bit [3:0] {
    op_add  = 4'b0001,
    op_and  = 4'b0101,
    op_br   = 4'b0000,
    op_jmp  = 4'b1100,    
    op_jsr  = 4'b0100,    
    op_ldb  = 4'b0010,
    op_ldi  = 4'b1010,
    op_ldr  = 4'b0110,
    op_lea  = 4'b1110,
    op_not  = 4'b1001,
    op_rti  = 4'b1000,
    op_shf  = 4'b1101,
    op_stb  = 4'b0011,
    op_sti  = 4'b1011,
    op_str  = 4'b0111,
    op_trap = 4'b1111
} lc3b_opcode;
typedef enum bit [3:0] {
    alu_add,
    alu_and,
    alu_not,
    alu_pass,
    alu_sll,
    alu_srl,
    alu_sra
} lc3b_aluop;
typedef logic  [30-1:0] ctrl_signal_length;
typedef struct packed
{
	logic load_pc;
	logic load_ir;
	logic load_regfile;
	lc3b_aluop aluop;
	logic gccmux_sel;
	logic mem_read;
	logic mem_write;
	lc3b_mem_wmask mem_byte_enable;
	logic pcmux_sel;
	logic storemux_sel;
	logic alumux_sel;
	logic regfilemux_sel;
	logic load_cc;
	logic pcsr1mux_sel;
	logic imm5mux_sel;
	logic leamux_sel;
	logic offset6mux_sel;
	logic mdr_to_mar;
	logic jsr_sel;
	logic trap_sel;
	logic trapmux_sel;
	logic stb_high_byte_sel;
	logic jsr_direct;
	logic imm4mux_sel;
	logic byte_access;
	logic mem_indirect;
} ctrl_struct;
endpackage : lc3b_types
module register #(parameter width = 16)
(
    input clk,
    input load,
	 input clear,
    input [width-1:0] in,
    output logic [width-1:0] out
);
logic [width-1:0] data;
initial
begin
	data = 1'b0;
end
always_ff @(posedge clk)
begin
	if (load)
	begin
		data = in;
	end
	if (clear)
	begin
		data = 0;
	end
end
always_comb
begin
	out = data;
end
endmodule : register
import lc3b_types::*;
module wb_retain
(
    input clk,
    input load,
	 input clear,
    input [2:0] reg_sel,
	 output logic [2:0] reg_sel_0, reg_sel_1,
	 input [16-1:0] reg_in,
	 output logic [16-1:0] reg_out_0, reg_out_1
);
register #(.width( 3)) wb_sel_0 (.*, .in(reg_sel  ), .out(reg_sel_0));
register #(.width( 3)) wb_sel_1 (.*, .in(reg_sel_0), .out(reg_sel_1));
register #(.width(16)) wb_out_0 (.*, .in(reg_in   ), .out(reg_out_0));
register #(.width(16)) wb_out_1 (.*, .in(reg_out_0), .out(reg_out_1));
endmodule : wb_retain
==> metrics.log <==
[flow] collecting metrics
[metrics] result of the run: finished clean
[metrics] H-tree depth: 2
[metrics] crit path max fanout: 2
[metrics] warning total across the stage logs: 25
[metrics] worst setup skew after layout: 0.00356 ns
[metrics] CP arrival: 0.71 ns
[metrics] post-synth design cell area: 1360 um^2
[metrics] global-route wire length before repair: around 5600 um
[metrics] kind of capture point of the worst setup path: output port
[metrics] # placed instances: approximately 290
[metrics] root cell of the clock tree: sky130_fd_sc_hd__clkbuf_8
[metrics] Core Area: around 7600 um^2
[metrics] Register-to-Register Setup Slack: around 0.26 ns
[metrics] violation count after the first detailed-route iteration: 15
[metrics] maximum number of pins on one net before global-route repair: 39
[metrics] clock buffer depth: 2
[metrics] average cell area after synthesis: 11.1 um^2
[metrics] TritonCTS clock tree: done
[metrics] register share after synthesis: 0.560
[metrics] setup total negative slack: 0 ns
[metrics] via count of the routed design: 1083
[metrics] Reg clk slew, reported paths: about 0.070 ns
[metrics] vias in the first global route: approximately 1100
[metrics] startpoint type of the worst setup path: register
[metrics] horizontal die dimension: 108 um
[metrics] number of standard cells in the final layout excluding fillers: 306
[metrics] count of cell types in the netlist: 9
[metrics] RSZ-0062 raised after global routing: false
[metrics] hold path endpoint: wb_out_1.data[13]$_SDFFE_PP0P_
[metrics] crit-path cells: buf_2
[metrics] die span in y: 108 um
[metrics] logic depth of the worst register-to-register path: 3
[metrics] overall die area: between 10000 and 15000 um^2
[metrics] fraction of the cycle the final worst path needs: 0.912
[metrics] Yosys Instances: 122
[metrics] synthesized instance count: 122
[metrics] top achievable clock speed: ~1.1 GHz
[metrics] data required time at the worst endpoint: 0.80 ns
[metrics] number of top-level pins: 60
[metrics] final-report max-slew violation count: 0
[metrics] number of flip-flops and latches in the synthesized netlist: 38
[metrics] Worst path depth: 1
[metrics] final estimated routing congestion in global placement: 0.689
[metrics] Min-Delay Startpoint: load
[metrics] worst-skew pair later-pin latency: around 0.28 ns
[metrics] Final setup viols: 0
[metrics] static leakage power: between 0.001 and 0.0015 uW
[metrics] crit path time final: slightly above 0.9 ns
[metrics] family with the most delay on the worst path: flip-flops
[metrics] total routing resource utilization after global routing: 0.0581
[metrics] clock sink count: 38
[metrics] yosys stat area: 1360 um^2
[metrics] overflow left after global routing: 0
[metrics] Max-Slew Margin vs Limit: 0.901
[metrics] Hold Path Cell Cnt: 4
[metrics] Diodes inserted: 0
[metrics] cell row count: 32
[metrics] library cell contributing the largest single delay on the critical path: sky130_fd_sc_hd__dfxtp_2
[metrics] Power per Cell Area: 1450 nW/um^2
[metrics] count of input and output buffers: a little under 60
[metrics] worst stage delay on the critical path: 0.33 ns
[metrics] class of the tightest hold or removal check: in2reg
[metrics] slew at the pin with the worst max-slew slack: 0.144 ns
[metrics] R2R Path Start: wb_out_0.data[1]$_SDFFE_PP0P_
[metrics] type of the setup path with the least slack: reg2out
[metrics] routed length per instance: between 10 and 15 um
[metrics] capture instance of the worst register-to-register path: wb_out_1.data[1]$_SDFFE_PP0P_
[metrics] Num CTS Buffers: 5
[metrics] number of buffer and inverter stages on the critical path: 1
[metrics] number of detailed-route iterations in the first pass: 2
[metrics] count of max-cap constraint violations: 0
[metrics] warnings from Yosys: 2
[metrics] detailed-route DRC error count: 0
[metrics] Top Layout Cells: sky130_fd_sc_hd__mux2i_1 (38), sky130_fd_sc_hd__nor2_1 (38), sky130_fd_sc_hd__dfxtp_2 (38)
[metrics] number of hold violations in the final report: 0
[metrics] share of layout cells above drive strength 1: 0.525
[metrics] area growth from synthesis to layout: 58.7%
[metrics] post-route ant nets: 0
[metrics] Fillers: ~810
[metrics] Avg Vias per Cell: 3.54
[metrics] half-perimeter wire length after detailed placement: 2490 um
[metrics] Core Util at FP: 0.178
[metrics] routed wire length: 3430 um
[metrics] Worst IR Drop VDD: a little over 0.5 mV
[metrics] initial antenna violation count: 0
-- how the worst max path moves through the flow --
stage / start / endpoint / slack, ns
CTS: wb_out_0.data[2]$_SDFFE_PP0P_ / reg_out_0[2] / 0.0007
global route: wb_sel_1.data[2]$_SDFFE_PP0P_ / reg_sel_1[2] / 0.04
finish: wb_out_0.data[9]$_SDFFE_PP0P_ / reg_out_0[9] / 0.09
-- metrics by stage --
| stage | instance area [um^2] | hold slack (ns) | util | setup WS (ns) | power, uW |
|---|---|---|---|---|---|
| 5_1_grt | 2160 | 0.443 | 0.282 | 0.0408 | 3320 |
| 4_1_cts | 2220 | 0.423 | 0.290 | 0.000745 | 3210 |
| 6_report | 2160 | 0.430 | 0.282 | 0.0877 | 3120 |
| 3_3_place_gp | 2150 | 0.472 | 0.282 | -0.118 | 2120 |
| 2_1_floorplan | 1360 | 0.347 | - | 0.172 | 1820 |
| 3_5_place_dp | 2150 | 0.481 | 0.282 | -0.119 | 2120 |
-- power by group --
| group | switching, uW | internal [uW] | total, uW |
|---|---|---|---|
| Clock | 517 | 556 | 1070 |
| Sequential | 33.4 | 1600 | 1630 |
| Combinational | 148 | 265 | 413 |
-- metal layers --
metal	vias up	track usage	part of all wire
met3	5	0.0223	0.069
met4	0	0.0115	0.023
li1	564	-	-
met2	34	0.0892	0.44
met1	480	0.0770	0.46
met5	-	0	0
-- layout make-up --
class	count	area, um^2	share of cell area
Clock buffer	7	86.3	0.0400
Clock inverter	1	5.00	0.00232
Multi-Input combinational cell	76	523	0.243
Sequential cell	38	808	0.375
Tap cell	102	128	0.0592
Timing Repair Buffer	82	606	0.281
-- repair_timing --
item	4_1_cts	5_1_grt
setup endpoints to repair	38	13
hold buffers	0	0
setup buffers	7	0
resized	141	13
-- Yosys cell counts --
| master | instances | area share |
|---|---|---|
| sky130_fd_sc_hd__mux2i_1 | 38 | 0.28 |
| sky130_fd_sc_hd__nor2_1 | 38 | 0.10 |
| sky130_fd_sc_hd__dfxtp_1 | 38 | 0.56 |
| sky130_fd_sc_hd__buf_6 | 1 | 0.0083 |
| sky130_fd_sc_hd__buf_12 | 2 | 0.029 |
| sky130_fd_sc_hd__buf_2 | 1 | 0.0037 |
| sky130_fd_sc_hd__buf_1 | 1 | 0.0028 |
| sky130_fd_sc_hd__buf_4 | 1 | 0.0055 |
| sky130_fd_sc_hd__clkbuf_1 | 2 | 0.0055 |
-- kinds of logic (layout without fill, tap and decap cells) --
logic type / count (synthesis) / count (layout) / synth area share
buffers and inverters: 8 / 90 / 0.0552
flip-flops: 38 / 38 / 0.560
multiplexers: 38 / 38 / 0.280
AND/OR/NAND/NOR: 38 / 38 / 0.105
-- registers in the layout, summed over array words and instances, names as in the netlist --
name,count
wb_out_0.data,16
wb_out_1.data,16
wb_sel_0.data,3
wb_sel_1.data,3
-- tightest hold or removal path, stage by stage --
cell and delay [ns]:
sky130_fd_sc_hd__buf_2 0.13, sky130_fd_sc_hd__buf_12 0.18, sky130_fd_sc_hd__mux2i_1 0.09, sky130_fd_sc_hd__nor2_1 0.07
Power figures rest on the tool's default switching activity, not on a simulated workload.
